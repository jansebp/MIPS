==> /design/flow/run.sh <==
#!/bin/bash
# OpenROAD 26Q1-2900-gdf79404cd8, Yosys 0.63+post, stock flow scripts
make -C /OpenROAD-flow-scripts/flow DESIGN_CONFIG=/design/flow/config.mk WORK_HOME=/design/flow/orfs finish
==> /design/flow/config.mk <==
export PLATFORM = sky130hd
export DESIGN_NAME = mux32_32
export DESIGN_NICKNAME = mux32_32
export VERILOG_FILES = /design/flow/design.v
export SDC_FILE = /design/flow/constraint.sdc
export NUM_CORES = 4
export LEC_CHECK = 1
export CORE_AREA = 10 10 408 408
export DIE_AREA = 0 0 418 418
==> /design/flow/constraint.sdc <==
current_design mux32_32

set clk_period 5.9
set clk_io_pct 0.2

create_clock -name clk0 -period $clk_period

set non_clock_inputs [all_inputs -no_clocks]
set_input_delay [expr $clk_period * $clk_io_pct] -clock clk0 $non_clock_inputs
set_output_delay [expr $clk_period * $clk_io_pct] -clock clk0 [all_outputs]
==> /design/flow/design.v <==
module mux2_32(
    input logic s,
    input logic [31:0] d0, d1,
    output logic [31:0] y);
    assign y = s ? d1 : d0;
endmodule
module mux4_32(
    input logic [1:0] s,
    input logic [31:0] d0, d1, d2, d3,
    output logic [31:0] y);
    logic [31:0] y0, y1;
    mux2_32 m0(s[0], d0, d1, y0);
    mux2_32 m1(s[0], d2, d3, y1);
    mux2_32 m2(s[1], y0, y1, y);
endmodule
module mux8_32(
    input logic [2:0] s,
    input logic [31:0] d0, d1, d2, d3, d4, d5, d6, d7,
    output logic [31:0] y);
    logic [31:0] y0, y1;
    mux4_32 m0(s[1:0], d0, d1, d2, d3, y0);
    mux4_32 m1(s[1:0], d4, d5, d6, d7, y1);
    mux2_32 m2(s[2], y0, y1, y);
endmodule
module mux32_32(
    input logic [4:0] s,
    input logic [31:0] d00, d01, d02, d03, d04, d05, d06, d07,
    input logic [31:0] d08, d09, d10, d11, d12, d13, d14, d15,
    input logic [31:0] d16, d17, d18, d19, d20, d21, d22, d23,
    input logic [31:0] d24, d25, d26, d27, d28, d29, d30, d31,
    output logic [31:0] y);
    logic [31:0] y0, y1, y2, y3;
    mux8_32 m0(s[2:0], d00, d01, d02, d03, d04, d05, d06, d07, y0);
    mux8_32 m1(s[2:0], d08, d09, d10, d11, d12, d13, d14, d15, y1);
    mux8_32 m2(s[2:0], d16, d17, d18, d19, d20, d21, d22, d23, y2);
    mux8_32 m3(s[2:0], d24, d25, d26, d27, d28, d29, d30, d31, y3);
    mux4_32 mOut(s[4:3], y0, y1, y2, y3, y);
endmodule
==> results.txt <==
run metrics: crit-path leading delay family=buffers and inverters, antenna violations before repair=54, number of detailed-route iterations in the first pass=5, total leakage power=8.72 nW, Tightest Hold Check Type=in2out, biggest cell delay along the critical path=620 ps, library cell with the highest instance count after synthesis=mux2i_1, count of final setup violators=0, slew at the pin closest to its max-slew limit=989 ps, drt via density=3.32, Post-Route WL=120 mm, total cells reported by yosys after synthesis=1,158, combined area of the multi-input logic cells=8190 um^2, cell type contributing the most total cell area after synthesis=mux2i_1, Yosys Chip Area=8890 um^2, critical path class=in2out, Chip Width=418 um, hold depth=6, core box area=158,000 um^2, sequence of cells on the critical path=buf_8 > buf_12 > buf_4 > mux2i_1 > a22oi_1 > nand3_1 > nand3_1 > buf_4 > buf_12, number of warning messages in the logs=32, number of design rule violations left after detail routing=0, number of endpoints with negative hold slack in the final report=0, Cells after Synth=1,158, global-route wire length before repair=149 mm, worst supply voltage drop on vdd=28.9 uV, registers=0, Worst Hold Slack=3290 ps, Worst setup EP type=output pin, average cell area after synthesis=7.67 um^2, Die Size=175,000 um^2, post-placement cell area=22,300 um^2, fin crit share=0.992, worst slack, placed=142 ps, fraction of layout instances using a drive strength above 1=0.0533, area added between synthesis and finish=151%, Flop area=0 um^2, final global-route overflow total=0, Cell Pwr Density=77.4 nW/um^2, worst path arrival time=4670 ps, type of element launching the critical path=input pin, area of the mapped netlist=8890 um^2, via count of the first global-routing pass=14,900, hold worst-path end=y[15], RSZ-0062 raised after global routing=false, Synth top cells by count=mux2i_1 (512), nand2_1 (97), a21oi_1 (96), a22oi_1 (96), nand3_1 (96), Max-slew headroom=0.341, remaining antenna violation count=0, Buf+Inv Stages, Crit Path=5, tally of yosys warning messages=0, count of filler cells inserted in the layout=18,000, WL/cell=28.2 um, MaxCap Viol Count=0, half-perimeter wire length after detailed placement=108 mm, maximum number of pins on one net before global-route repair=74, Final min period=5850 ps, number of top-level pins=1,061, count of clock buffers in the final design=0, PnR worst setup slack=48.3 ps, area of all placed cells without fillers=22,300 um^2, share of Yosys cell area claimed by the top area cell type=0.577, largest cells by area after synthesis=mux2i_1 (58%), a22oi_1 (8.1%), a22o_1 (6.3%), number of port buffers=1,061, DIE HEIGHT=418 um, Power, Total=1.73 mW, run status=finished clean, floorplan row count=146, start point of the critical path=s[1], initial detailed-routing violation count=1,020, effective utilization at floorplan=0.0563, number of vias in the routed layout=14,100, Post-CTS Repair Setup Buffers=0, Seq/Total Area, Yosys=0, Critical Path Fanout Max=66, cell with the largest stage delay on the worst path=nand3_1, placer's final routability congestion estimate=0.978, distinct cell type count of the synthesized netlist=20, Worst EP required=4720 ps, fmax=171 MHz, launch point of the worst hold path=d09[15], total track usage=0.130, max-slew violation count=0
[power by group]
group	switching, mW	internal, mW
logic	0.745	0.983
clock network	0	0.000000305
registers	0	0
total	0.745	0.983
[routing by layer]
layer,global-route usage,wire length [um]
met1,0.165,50400
met2,0.213,56700
met3,0.0526,11700
met4,0.00964,1050
met5,0,75
[stage by stage]
step	setup TNS, ps	std cells	utilization
2_1_floorplan	0	1158	-
3_3_place_gp	-386	4247	0.141
3_5_place_dp	0	4248	0.141
4_1_cts	0	4248	0.141
5_1_grt	0	4250	0.141
6_report	0	4261	0.141
[tightest hold or removal path, delay by kind of cell]
kind / cells / cell delay (ps)
multiplexers: 1 / 60
buffers and inverters: 2 / 580
AND/OR/NAND/NOR: 3 / 290
[cell families (layout without fill, tap and decap cells)]
group,Yosys count,after routing,synth area share
other cells,0,13,0
simple gates,232,232,0.118
mux,512,512,0.577
compound gates,288,288,0.221
buf+inv,126,1144,0.0848
[final cells by class]
| cell class | instances | share of cell area |
|---|---|---|
| tap | 2072 | 0.116 |
| timing repair buffer | 1144 | 0.516 |
| antenna | 13 | 0.00146 |
| multi-input combinational | 1032 | 0.367 |
[timing repair]
| item | in CTS | in global routing |
|---|---|---|
| gates resized | 0 | 1 |
| endpoints found under the setup margin | 0 | 1 |
| hold buffers | 0 | 0 |
[worst max-delay path by stage]
| stage | end | slack (ps) | cells after the start |
|---|---|---|---|
| global route | y[16] | 60 | 9 |
| finish | y[16] | 50 | 9 |
| CTS | y[16] | 140 | 9 |
[cells in the final DEF (no fill, tap or decap)]
cell type | netlist | layout
a21oi_1 | 96 | 96
a22o_1 | 64 | 64
a22oi_1 | 96 | 96
a31oi_1 | 32 | 30
a31oi_2 | 0 | 2
and2_4 | 0 | 1
and2b_4 | 0 | 1
buf_12 | 0 | 25
buf_4 | 34 | 77
buf_6 | 15 | 1
buf_8 | 0 | 1
clkdlybuf4s50_1 | 0 | 1040
diode_2 | 0 | 13
mux2i_1 | 512 | 512
nand2_1 | 97 | 96
nand2_4 | 0 | 1
nand2b_2 | 0 | 2
nand3_1 | 96 | 96
nor2_4 | 0 | 1
nor2b_4 | 0 | 1
nor3_1 | 32 | 30
nor3_2 | 0 | 2
or2_2 | 1 | 1
No activity file was given, so power comes from the tool's default toggle rates.
